## flow/run.sh

```bash
#!/bin/bash
# OpenROAD 26Q1-2900-gdf79404cd8, Yosys 0.63+post, stock flow scripts
make -C /OpenROAD-flow-scripts/flow DESIGN_CONFIG=/design/flow/config.mk WORK_HOME=/design/flow/orfs finish
```

## flow/config.mk

```make
export PLATFORM = sky130hd
export DESIGN_NAME = bin_counter
export DESIGN_NICKNAME = bin_counter
export VERILOG_FILES = /design/flow/design.v
export SDC_FILE = /design/flow/constraint.sdc
export NUM_CORES = 4
export LEC_CHECK = 1
export CORE_AREA = 10 10 100 100
export DIE_AREA = 0 0 110 110
```

## flow/constraint.sdc

```tcl
current_design bin_counter

set clk_period 7.5
set clk_io_pct 0.2

create_clock -name clk0 -period $clk_period [get_ports {clk}]

set non_clock_inputs [all_inputs -no_clocks]
set_input_delay [expr $clk_period * $clk_io_pct] -clock clk0 $non_clock_inputs
set_output_delay [expr $clk_period * $clk_io_pct] -clock clk0 [all_outputs]
```

## flow/design.v

```verilog
module bin_counter #(
	parameter BINS = 512	)
	(
        input clk, areset_n,
        input fft_valid, 
        output logic [31:0] bin_num
        );
    logic start_select;
    always_ff @ (posedge clk or negedge areset_n)
        if (~areset_n)
            bin_num <= 32'd0;
        else if (bin_num == BINS)
		bin_num <=32'd0;
	else 
            bin_num <= bin_num + 1;
endmodule 
```

==> reports/metrics.csv <==
metric,value,unit
vias in the first global route,1083,
"Design Area, Final",2080,um2
R2R cell count,5,
multiplexer share of the synthesized area,0,%
post-DR vias/cell,4.15,
Leak,0.000881,uW
Hold Slack,0.520,ns
Worst Hold End,bin_num[31],
fill cell count,817,
Critical path buffers and inverters,1,
CTS Root Cell,clkbuf_8,
drt first-iter violations,44,
pins over their slew limit,0,
"Chip Area, Yosys",1520,um2
Core Region,7810,um2
first-pass GRT wire length,5870,um
worst slew pin tran,0.481,ns
"slowest stage delay, CP",0.53,ns
num rows,32,
cell taking the most area after synthesis,dfrtp_1,
CTS tree,yes,
Yosys Instances,131,
part of the cycle the worst path needs,37.4,%
status,"complete, no violations",
Cell Type Count,23,
Die Wd,110,um
Synth Seq Share,52.8,%
Hold Buf Count CTS,0,
share of cells above drive strength 1,9.30,%
final hold violation count,0,
"CP delay by family, top",buffers and inverters,
Flops after synth,32,
Hold Crit Class,flip-flop to flip-flop,
I/O Buffers,33,
Antenna Nets Post-Route,0,
logic area,699,um2
Log Warnings,27,
Wirelength per Cell,13.4,um
hold path start,bin_num[31],
clk_skew,0.00309,ns
worst endpoint required time,6.00,ns
Synth Area in Simple Gates,27.2,%
Worst EP arrival,1.30,ns
# H-tree levels,2,
CP Class,flip-flop to output pin,
initial antenna violation count,0,
"Adder Share, Synth",1.65,%
grt ovf,0,
Worst Hold Depth,1,
largest net degree at the start of global routing,33,
setup TNS,0,ns
clk ins delay skew pair,0.27,ns
"reg-to-reg slack, setup",5.71,ns
Final Critical Period,2.80,ns
first-pass detailed-route iteration total,5,
Reg with most FFs,bin_num,
die height,110,um
sequential cell area,801,um2
Syn Area/Cell,11.6,um2
placed cell areas,1980,um2
Slew headroom,67.9,%
biggest area cells,"dfrtp_1, xnor2_1, nand4_1",
mapped cell area,1520,um2
Top-area cell share,52.8,%
biggest regs,bin_num x32,
critical path peak fanout,7,
gr usage total,6.24,%
"Setup Fix Bufs, Post-CTS",0,
IO Pins,35,
Logic family by area,simple AND/OR/NAND/NOR gates,
max-cap viol count,0,
n_diodes,0,
Mapped Cells,131,
post_cts resized,0,
final setup violation count,0,
die area,12100,um2
DPL Wire Length,2700,um
FF-to-FF Start,bin_num[0],
final wirelength,3670,um
Yosys warning total,1,
Max Freq,0.357,GHz
clk slew on worst S/H paths,0.06,ns
CP Capture Type,output pin,
xor+xnor area frac,17.3,%
via count,1136,
Largest register FFs,32,
number of remaining DRC errors,0,
FP Core Util,19.4,%
area fraction in compound gates after synthesis,0,%
clock sink count,32,
R2R Path End,bin_num[14],
GPL Wtd Cong,0.785,
Max IR drop VDD,0.0000831,V
CTS buffer count,5,
RSZ-0062 raised after global routing,false,
startpoint types,flip-flop,
critical-path cell list,clkdlybuf4s50_1,
Clock Tree Buf Depth,2,
slowest CP cell,clkdlybuf4s50_1,
PD cells,153,nW/um2
area delta synth->final,37.1,%
-- routing by layer --
| layer | vias up | share of wire (%) | GRT usage (%) |
|---|---|---|---|
| met5 | - | 0 | 0 |
| li1 | 561 | - | - |
| met1 | 545 | 46 | 8.52 |
| met3 | 2 | 9.2 | 2.53 |
| met2 | 28 | 45 | 9.48 |
| met4 | 0 | 0.44 | 0.651 |
-- how the worst max path moves through the flow --
stage                       from          to  slack, ns  cells after the start
after CTS             bin_num[4]  bin_num[4]       4.67                      1
after global routing  bin_num[4]  bin_num[4]       4.60                      1
final                 bin_num[4]  bin_num[4]       4.70                      1
-- logic make-up (layout without fill, tap and decap cells) --
kind of cell,Yosys count,count (layout)
XOR/XNOR,30,30
adder cells (fa/ha/maj),2,2
flip-flops,32,32
AND/OR/NAND/NOR,63,63
buffers and inverters,4,45
-- cell usage after synthesis --
| master | number |
|---|---|
| nor2b_1 | 1 |
| nand4_4 | 1 |
| xor2_1 | 5 |
| nor3_1 | 3 |
| nand4_2 | 1 |
| nand3_1 | 11 |
| nand4_1 | 12 |
| and3_2 | 1 |
| nor4_1 | 5 |
| nor3_4 | 2 |
| and4_2 | 1 |
| and4_1 | 1 |
| inv_1 | 4 |
| nor2_1 | 8 |
| and2_1 | 1 |
| nand2_1 | 7 |
| and3_1 | 4 |
| dfrtp_1 | 32 |
| nor4_4 | 1 |
| ha_1 | 2 |
| xnor2_1 | 25 |
| nand3_2 | 1 |
| nor4b_1 | 2 |
-- worst reg2reg max path, cell delays in order, from the launching register on --
cell and delay, ns:
dfrtp_1 0.44, ha_1 0.23, nand3_2 0.16, nor3_4 0.48, and3_2 0.26, xor2_1 0.13
-- cell usage in the layout (no fill, tap or decap), drive strengths merged, types with 4 or more instances in the layout --
cell type      Yosys  routed
clkdlybuf4s50      0      33
dfrtp             32      32
xnor2             25      25
nand4             14      14
nand3             12      12
nor2               8       8
nand2              7       7
clkbuf             0       7
nor4               6       6
xor2               5       5
and3               5       5
nor3               5       5
inv                4       4
-- per-stage QoR --
stage	setup slack [ns]	cells	total power, uW	utilization (%)
after global placement	4.98	267	180	25.4
after CTS	4.67	274	325	26.6
final	4.70	274	318	26.6
after global routing	4.60	274	333	26.6
after floorplan	5.57	131	176	-
after detailed placement	4.98	267	180	25.4
-- power breakdown --
part           internal (uW)  switching [uW]  leakage, uW  total [uW]
clock                   81.7            59.7    0.0000503         141
combinational          0.796            3.34     0.000393        4.13
sequential               173               0     0.000438         173
-- layout make-up --
type                       count  area share (%)
sequential                    32            38.6
tap                          102            6.14
timing repair buffer          34            16.3
multi-input combinational     95            33.7
clock buffer                   7            4.64
inverter                       4           0.723
Power and IR drop assume default switching activity.
